<file path="/design/flow/design.v">
module i2c_design(clk,rst,newd,wr,wdata,addr,rdata,done);
  input clk,rst,newd,wr;
  input [7:0] wdata;
  input [6:0] addr;
  output [7:0] rdata;
  output done;
  wire sda,sclk,ack;
  master_design m1(clk,rst,newd,ack,wr,sclk,sda,wdata,addr,rdata,done);
  slave_design s1(clk,rst,sclk,sda,ack);
endmodule
module master_design(clk,rst,newd,ack,wr,sclk,sda,wdata,addr,rdata,done);
  input clk,rst,newd,ack,wr;
  output sclk;
  inout sda;
  input [7:0] wdata;
  input [6:0] addr;
  output reg [7:0] rdata;
  output reg done;
  reg sda_en = 0;
  reg sclt,sdat,donet;
  reg [7:0] rdatat;
  reg [7:0] addrt;
  typedef enum {new_data = 0, check_wr = 1, wstart = 2, wsend_addr = 3, waddr_ack = 4, wsend_data = 5, wdata_ack = 6, wstop = 7, rsend_addr = 8, raddr_ack = 9, rsend_data = 10, rdata_ack = 11, rstop = 12} state_type;
  state_type state;
  reg sclk_ref = 0;
  int count = 0;
  int i = 0;
  always @(posedge clk) begin
    if(count <= 9)begin
      count <= count+1;
    end
    else begin
      count <= 0;
      sclk_ref <= ~sclk_ref;
    end
  end
  always @(posedge sclk_ref, posedge rst) begin
    if(rst == 1'b1) begin
      sclt <= 1'b0;
      sdat <= 1'b0;
      donet <= 1'b0;
    end
    else begin
      case(state)
        new_data: begin
          sdat <= 1'b0;
          done <= 1'b0;
          sda_en <= 1'b1;
          sclt <= 1'b1;
          sdat <= 1'b1;
          if(newd == 1'b1)
            state <= wstart;
          else
            state <= new_data;
        end
        wstart: begin
          sdat <= 1'b0;
          sclt <= 1'b1;
          state <= check_wr;
          addrt <= {addr,wr};
        end
        check_wr: begin
          if(wr == 1'b1)
            begin
              state <= wsend_addr;
              sdat <= addrt[0];
              i <= 1;
            end
          else begin
            state <= rsend_addr;
            sdat <= addrt[0];
            i <= 1;
          end
        end
        wsend_addr: begin
          if(i <= 7)
            begin
              sdat <= addrt[i];
              i <= i+1;
            end
          else begin
            i <= 0;
            state <= waddr_ack;
          end
        end
        waddr_ack: begin
          if(ack == 1'b1) begin
            state <= wsend_data;
            sdat <= wdata[0];
            i <= i+1;
          end
          else state <= waddr_ack;
        end
        wsend_data: begin
          if(i <= 7)begin
            i <= i+1;
            sdat <= wdata[i];
          end
          else begin
            i <= 0;
            state <= wdata_ack;
          end
        end
        wdata_ack: begin
          if(ack == 1'b1)begin
            state <= wstop;
            sdat <= 1'b0;
            sclt <= 1'b1;
          end
          else begin
            state <= wdata_ack;
          end
        end
        wstop: begin
          sdat <= 1'b1;
          state <= new_data;
          done <= 1'b1;
        end
        rsend_addr: begin
          if(i<=7)begin
            sdat <= addrt[i];
            i <= i+1;
          end
          else begin
            i <= 0;
            state <= raddr_ack;
          end
        end
        raddr_ack: begin
          if(ack == 1'b1) begin
            state <= rsend_data;
            sda_en <= 1'b0;
          end
          else
            state <= raddr_ack;
        end
        rsend_data: begin
          if(i<=7)begin
            i <= i+1;
            state <= rsend_data;
            rdata[i] <= sda;
          end
          else begin
            i <= 0;
            state <= rstop;
            sclt <= 1'b1;
            sdat <= 1'b0;
          end
        end
        rstop: begin
          sdat <= 1'b1;
          state <= new_data;
          done <= 1'b1;
        end
        default: state <= new_data;
      endcase
    end
  end
  assign sclk = ((state == wstart) || (state == wstop) || (state == rstop)) ? sclt:sclk_ref;
  assign sda = (sda_en == 1'b1) ? sdat:1'bz;
endmodule
module slave_design(
  input clk,rst,
  input sclk,
  inout sda,
  output reg ack
);
  reg [7:0] mem[128];  
  reg [7:0] addrin;
  reg [7:0] datain;
  reg [7:0] temprd;
  reg sda_en = 0;
  reg sdar = 0;
  int i = 0;
  int count = 0;
  reg sclk_ref = 0;
  always @(posedge clk) begin
    if(count <= 9) begin
      count <= count + 1;
    end
    else begin
      count <= 0;
      sclk_ref <= ~sclk_ref;
    end
  end
  typedef enum {start = 0, store_addr = 1, ack_addr = 2, store_data = 3, ack_data = 4, stop = 5, send_data = 6} state_type;
  state_type state;
  always @(posedge sclk_ref, posedge rst) begin
    if(rst == 1'b1) begin
      for(int j=0; j<127; j++) begin
        mem[j]<=8'h00;
      end
      sda_en <= 1'b1;
    end
    else begin
      case(state)
        start: begin
          sda_en <= 1'b1;
          if((sclk == 1'b1)&&(sda == 1'b0)) begin
            state <= store_addr;
          end
          else
            state <= start;
        end
        store_addr: begin
          sda_en <= 1'b1;
          if(i<=7)begin
            i <= i+1;
            addrin[i] <= sda;
          end
          else begin
            state <= ack_addr;
            temprd <= mem[addrin[7:1]];
            ack <= 1'b1;
            i<=0;
          end
        end
        ack_addr: begin
          ack <= 1'b0;
          if(addrin[0]==1'b1)begin
            state <= store_data;
            sda_en <= 1'b1;
          end
          else begin
            state <= send_data;
            i<=1;
            sda_en <= 1'b0;
            sdar <= temprd[0];
          end
        end
        store_data: begin
          if(i<=7)begin
            i <= i+1;
            datain[i] <= sda;
          end
          else begin
            state <= ack_data;
            ack <= 1'b1;
            i<=0;
          end
        end
        ack_data: begin
          ack <= 1'b0;
          mem[addrin[7:1]] <= datain;
          state <= stop;
        end
        stop: begin
          sda_en <= 1'b1;
          if((sclk == 1'b1)&&(sda == 1'b1))
            state <= start;
          else
            state <= stop;
        end
        send_data: begin
          sda_en <= 1'b0;
          if(i<=7)begin
            i<=i+1;
            sdar <= temprd[i];
          end
          else begin
            state <= stop;
            i<=0;
            sda_en <= 1'b1;
          end
        end
        default: state <= start;
      endcase
    end
  end
  assign sda = (sda_en == 1'b1) ? 1'bz:sdar;
endmodule
</file>
<file path="/design/flow/run.sh">
#!/bin/bash
# OpenROAD 26Q1-2900-gdf79404cd8, Yosys 0.63+post, stock flow scripts
make -C /OpenROAD-flow-scripts/flow DESIGN_CONFIG=/design/flow/config.mk WORK_HOME=/design/flow/orfs finish
</file>
<file path="/design/flow/config.mk">
export PLATFORM = sky130hd
export DESIGN_NAME = i2c_design
export DESIGN_NICKNAME = i2c_design
export VERILOG_FILES = /design/flow/design.v
export SDC_FILE = /design/flow/constraint.sdc
export NUM_CORES = 4
export LEC_CHECK = 1
export CORE_UTILIZATION = 50
</file>
<file path="/design/flow/constraint.sdc">
current_design i2c_design

set clk_period 28.7
set clk_io_pct 0.2

create_clock -name clk0 -period $clk_period [get_ports {clk}]

set non_clock_inputs [all_inputs -no_clocks]
set_input_delay [expr $clk_period * $clk_io_pct] -clock clk0 $non_clock_inputs
set_output_delay [expr $clk_period * $clk_io_pct] -clock clk0 [all_outputs]
</file>
==> impl_metrics.env <==
# flow metrics
export IMPL_seq_area_frac_synth=0.556
export IMPL_synth_seq_cells=1218
export IMPL_synthFlopType="dfrtp_1"
export IMPL_yosysTopAreaCellShare=0.462
export IMPL_ys_types=81
export IMPL_topCellsByArea="dfrtp_1 46%, mux2_2 21%, edfxtp_1 6.4%"
export IMPL_lastStage="synthesis (1_2_yosys)"
export IMPL_yosysWarnings=5
export IMPL_enable_flop_cells=118
export IMPL_status="aborted with a tool error"
export IMPL_yosys_cells=4359
export IMPL_ys_chip_area_um2=55200
export IMPL_firstError="ERROR: Found 1 problems in 'check -assert'."
export IMPL_yosysTopAreaCell="dfrtp_1"
export IMPL_async_reset_ff_frac=0.836
## synth_stat cells (13+ instances only)
library cell / n
a21oi_1: 35
a221oi_1: 110
a22o_1: 123
a22oi_1: 259
a31oi_1: 19
and3_1: 27
clkbuf_1: 209
dfrtp_1: 1018
dfxtp_1: 82
edfxtp_1: 118
inv_1: 38
mux2_2: 1037
mux4_2: 13
nand2_1: 216
nand3_1: 103
nand4_1: 121
nor2_1: 324
nor3_1: 49
nor4_1: 69
o21ai_0: 33
or3_1: 19
or4_1: 13
xnor2_1: 67
xor2_1: 68
## logic make-up after synthesis
group	Yosys count	synth area share
AND-OR/OR-AND	656	0.0926
adder cells (fa/ha/maj)	10	0.00227
multiplexers	1062	0.219
XOR/XNOR	135	0.0214
AND/OR/NAND/NOR	1012	0.0895
flip-flops	1218	0.556
buffers and inverters	266	0.0191
